==> design/flow/design.v <==
module traffic_light(
    input clk,
    input reset,
    output reg red,
    output reg yellow,
    output reg green
    );
    parameter RED=2'b00,YELLOW1=2'b01,GREEN=2'b10,YELLOW2=2'b11;
    reg[1:0] pr_state,next_state;
    reg [31:0]counter;
    parameter RED_TIME=50,YELLOW_TIME=10,GREEN_TIME=50;
    always@(posedge clk)
    begin
    if(reset)begin
    pr_state<=RED;
    counter<=0;
    end
    else begin
    if(counter==((pr_state==RED)?RED_TIME:(pr_state==GREEN)?GREEN_TIME:YELLOW_TIME))begin
    pr_state<=next_state;
    counter<=0;
    end
    else begin
    counter<=counter+1;
    end
    end
    end
    always@(pr_state)begin
    case(pr_state)
    RED:next_state=YELLOW1;
    YELLOW1:next_state=GREEN;
    GREEN:next_state=YELLOW2;
    YELLOW2:next_state=RED;
    default:next_state=RED;
    endcase
    end
    always@(pr_state)begin
    red=0;
    yellow=0;
    green=0;
    case(pr_state)
    RED:red=1;
    YELLOW1:yellow=1;
    GREEN:green=1;
    YELLOW2:yellow=1;
    endcase
    end
endmodule
==> design/flow/run.sh <==
#!/bin/bash
# OpenROAD 26Q1-2900-gdf79404cd8, Yosys 0.63+post, stock flow scripts
make -C /OpenROAD-flow-scripts/flow DESIGN_CONFIG=/design/flow/config.mk WORK_HOME=/design/flow/orfs finish
==> design/flow/config.mk <==
export PLATFORM = sky130hd
export DESIGN_NAME = traffic_light
export DESIGN_NICKNAME = traffic_light
export VERILOG_FILES = /design/flow/design.v
export SDC_FILE = /design/flow/constraint.sdc
export NUM_CORES = 4
export LEC_CHECK = 1
export CORE_AREA = 10 10 101 101
export DIE_AREA = 0 0 111 111
==> design/flow/constraint.sdc <==
current_design traffic_light

set clk_period 5.3
set clk_io_pct 0.2

create_clock -name clk0 -period $clk_period [get_ports {clk}]

set non_clock_inputs [all_inputs -no_clocks]
set_input_delay [expr $clk_period * $clk_io_pct] -clock clk0 $non_clock_inputs
set_output_delay [expr $clk_period * $clk_io_pct] -clock clk0 [all_outputs]
==> run_results.csv <==
group,metric,value,unit
final_layout,lay_top_count,"dfxtp_1",
final_layout,seq_area,721,sq um
clock_tree,cts_sinks,36,
synth,synthXorXnorAreaFrac,5.87,%
clock_tree,cts.clk_slew.worst_paths,0.07,ns
floorplanning,dieArea,12300,sq um
floorplanning,num_rows,33,
final_layout,fillCellCount,867,
timing,skew,0.00724,ns
power,swShare,20.9,%
placement,port_buffers,4,
global_route,grt_pass1_wl,6200,microns
clock_tree,clk_latency,0.29,ns
synth,synth_seq_share,40.3,%
timing,finalCriticalPeriod,2.54,ns
floorplanning,ios,5,
timing,worst_slew_pin_slew,0.415,ns
synth,syn_avg_cell_area,9.13,sq um
detailed_routing,drtPass1Iterations,4,
floorplanning,core,8130,sq um
timing,hold_violations,0,
timing,drv_slew,0,
clock_tree,cts_root_buf,"clkbuf_8",
critical_path,rrSetupSlack,3.35,ns
final_layout,drive_gt1_share,11.1,%
placement,post-place-ws,2.97,ns
synth,synthCells,196,
synth,netlist_area,1790,sq um
global_route,antenna_found_initial,0,
critical_path,cp_slowest_cell,"clkdlybuf4s50_1",
placement,dp_hpwl,2220,microns
clock_tree,cts_setup_buffers,0,
global_route,grt_pass1_vias,1302,
power,p_leak,0.657,nW
final_layout,lay_top_cells,"dfxtp_1 (36), nor2_1 (18), a21oi_1 (18), nand3_1 (13), nand2_1 (11)",
floorplanning,die_y,111,microns
synth,ys_sh_simple,31.3,%
clock_tree,htreeDepth,2,
final_layout,area_growth,10.6,%
clock_tree,cts_resized,0,
timing,maxSlewHeadroom,72.2,%
power,power_switching,104,uW
detailed_routing,drt_wl_total,3380,microns
synth,ys.flops,36,
final_layout,logic_area,971,sq um
critical_path,start_kind,"flop",
power,power.density,251,nW/um^2
synth,topCombFamilyByArea,"simple AND/OR/NAND/NOR gates",
power,peakVddDrop,0.183,mV
synth,synth_chip_area,1790,sq um
detailed_routing,num_antenna_cells,0,
floorplanning,fp_util,22.0,%
global_route,overflow,0,
detailed_routing,vias,1415,
clock_tree,numCtsBuffers,5,
timing,layout_setup_ws,2.76,ns
detailed_routing,drtIter0Drc,73,
timing,rsz0062_at_grt,"false",
critical_path,crit_path_max_incr_delay,0.48,ns
power,p_comb_share,2.4,%
global_route,track_usage,5.66,%
synth,ys_sh_adder,1.40,%
synth,mux_share,2.80,%
detailed_routing,drc,0,
critical_path,path_class,"flop to primary output",
power,seqPwrFrac,55.3,%
timing,fmax,0.394,GHz
detailed_routing,via_per_inst,4.65,
job,tool_warnings,26,
hold_path,hold_path_class,"flop to flop",
power,p_total,496,uW
placement,dp_cells,297,
global_route,grt_max_degree,33,
placement,gp_congestion,0.774,
synth,ys_sh_aoi,12.9,%
power,p_int,393,uW
timing,finalCritPeriodShare,47.9,%
critical_path,path_cells,"or2_2 > nor2_1 > clkdlybuf4s50_1",
detailed_routing,wire_per_inst,11.1,microns
synth,ys_cells,196,
critical_path,worstPathRequired,4.24,ns
job,drv_cap,0,
timing,setup-violations-final,0,
timing,fin_setup_tns,0,ns
clock_tree,holdBufCountCts,0,
critical_path,crit_arrival,1.48,ns
status,status,"finished, final reports clean",
timing,holdWs,0.486,ns
synth,synth_warnings,1,
synth,synthDistinctLibCells,33,
critical_path,critPathCaptureType,"primary output",
clock_tree,cts_tree,"built",
clock_tree,clock_path_buffers,2,
power,p_clk_share,42.2,%
detailed_routing,ant_nets,0,
floorplanning,die_w,111,microns
final_layout,post_layout_nonfiller_instances,304,
critical_path,cp_max_fo,3,
cell families (layout without fill, tap and decap cells):
kind of cell    count (synthesis)  count (layout)
compound gates                 38              38
xor+xnor                       12              12
fa+ha+maj                       2               2
buf+inv                        12              15
flops                          36              36
mux                             5               5
simple gates                   91              91
per-layer routing:
layer | track usage (%) | part of all wire, % | up-vias
li1 | - | - | 741
met1 | 8.15 | 53 | 656
met2 | 8.29 | 42 | 16
met3 | 2.03 | 4.7 | 2
met4 | 0.347 | 0.24 | 0
met5 | 0 | 0 | -
final timing paths:
check,depth (start not counted),to,startpoint
min reg2reg,2,pr_state[3]$_DFF_P_,pr_state[3]$_DFF_P_
min,2,pr_state[3]$_DFF_P_,pr_state[3]$_DFF_P_
max reg2reg,4,counter[24]$_SDFF_PP0_,counter[4]$_SDFF_PP0_
max,3,red,pr_state[3]$_DFF_P_
registers in the layout, indices dropped and copies added (netlist names):
signal / cells
counter: 32
pr_state: 4
layout make-up:
cell class | instances | area share [%]
flip-flops and latches | 36 | 36.4
multi-input cells | 148 | 49.1
repair buffers | 5 | 2.40
inverters | 3 | 0.569
clock buffers | 7 | 4.87
well taps | 105 | 6.64
power by group through the flow:
| stage | registers [mW] | logic (mW) | clock network (mW) |
|---|---|---|---|
| 4_1_cts | 0.274 | 0.0124 | 0.214 |
| 5_1_grt | 0.275 | 0.0141 | 0.231 |
| 6_report | 0.275 | 0.0122 | 0.210 |
through the flow:
step | cell area (sq um) | util, %
finish | 1980 | 24.3
global route | 1980 | 24.3
CTS | 1980 | 24.3
detailed placement | 1880 | 23.1
global placement | 1880 | 23.1
floorplan | 1790 | -
worst max-delay path, delay by kind of cell, from the launching register on:
| family | cells | cell delay [ns] |
|---|---|---|
| buffers and inverters | 1 | 0.48 |
| DFF | 1 | 0.32 |
| and+or+nand+nor | 2 | 0.41 |
synthesized netlist by cell type, drive strengths merged:
master / n / area [sq um]
a21oi: 18 / 90.1
and3: 5 / 33.8
and4: 6 / 58.8
buf: 5 / 37.5
clkbuf: 4 / 48.8
dfxtp: 36 / 721
ha: 2 / 25.0
inv: 3 / 11.3
mux2i: 5 / 50.1
nand2: 12 / 52.6
nand3: 13 / 65.1
nand4: 9 / 86.3
nor2: 18 / 67.6
nor3: 1 / 10.0
nor4: 7 / 43.8
nor4b: 1 / 8.76
o211a: 1 / 10.0
o21ai: 10 / 50.1
o31ai: 9 / 81.3
or2: 1 / 6.26
or3: 10 / 66.3
or4: 8 / 60.1
xnor2: 3 / 26.3
xor2: 9 / 78.8
Power is estimated from default activity; no workload was simulated.

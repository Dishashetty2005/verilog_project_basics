--- flow/config.mk ---
export PLATFORM = sky130hd
export DESIGN_NAME = calculator
export DESIGN_NICKNAME = calculator
export VERILOG_FILES = /design/flow/design.v
export SDC_FILE = /design/flow/constraint.sdc
export NUM_CORES = 4
export LEC_CHECK = 1
export CORE_AREA = 10 10 71 71
export DIE_AREA = 0 0 81 81
--- flow/constraint.sdc ---
current_design calculator

set clk_period 6.4
set clk_io_pct 0.2

create_clock -name clk0 -period $clk_period

set non_clock_inputs [all_inputs -no_clocks]
set_input_delay [expr $clk_period * $clk_io_pct] -clock clk0 $non_clock_inputs
set_output_delay [expr $clk_period * $clk_io_pct] -clock clk0 [all_outputs]
--- flow/run.sh ---
#!/bin/bash
# OpenROAD 26Q1-2900-gdf79404cd8, Yosys 0.63+post, stock flow scripts
make -C /OpenROAD-flow-scripts/flow DESIGN_CONFIG=/design/flow/config.mk WORK_HOME=/design/flow/orfs finish
--- flow/design.v ---
`timescale 1ns / 1ps
module fulladder(input A,input B,input Cin,output sum,output Cout);
assign sum=A^B^Cin;
assign Cout=(A&B)|(B&Cin)|(Cin&A);
endmodule
module calculator(
    input [3:0]A,
    input [3:0]B,
    input [1:0]op,
    output reg [7:0]RESULT
    );
    wire [3:0]find_sum,find_sub;
    wire [6:0]product;
    wire c0,c1,c2;
    wire d0,d1,d2;
    wire [3:0]inv_b;
    wire [3:0]two_comp;
    wire cout_sum;
    wire cout_sub;
    wire c3,c4,c5,c6,c7,c8,c9,c10,c11,c12,c13;
    wire p1,p2,p3,p4,p5,p6,p7;
    wire a,b,c,d,e,f,g,h,i,j,k,l,m,n,o,p;
    wire r1,r2,r3,r4,r5;
    assign inv_b=~B;
    assign two_comp=inv_b+1;   
 always@(*)begin
case(op)
2'b00:RESULT={3'b000,cout_sum,find_sum};
2'b01:RESULT={3'b000,cout_sub,find_sub};
2'b10:RESULT={c13,p7,p6,p5,p4,p3,p2,p1};
default:RESULT=8'b00000000;
endcase
end
fulladder fa1(A[0],B[0],1'b0,find_sum[0],c0);
fulladder fa2(A[1],B[1],c0,find_sum[1],c1);
fulladder fa3(A[2],B[2],c1,find_sum[2],c2);
fulladder fa4(A[3],B[3],c2,find_sum[3],cout_sum);
fulladder fa5(A[0],two_comp[0],1'b0,find_sub[0],d0);
fulladder fa6(A[1],two_comp[1],d0,find_sub[1],d1);
fulladder fa7(A[2],two_comp[2],d1,find_sub[2],d2);
fulladder fa8(A[3],two_comp[3],d2,find_sub[3],cout_sub);
assign a=A[0]&B[0];
assign b=A[1]&B[0];
assign c=A[2]&B[0];
assign d=A[3]&B[0];
assign e=A[0]&B[1];
assign f=A[1]&B[1];
assign g=A[2]&B[1];
assign h=A[3]&B[1];
assign i=A[0]&B[2];
assign j=A[1]&B[2];
assign k=A[2]&B[2];
assign l=A[3]&B[2];
assign m=A[0]&B[3];
assign n=A[1]&B[3];
assign o=A[2]&B[3];
assign p=A[3]&B[3];
 fulladder fa9(a,1'b0,1'b0,p1,c3);
 fulladder fa10(b,e,c3,p2,c4);
 fulladder fa11(c,f,c4,r1,c5);
 fulladder fa12(r1,i,c5,p3,c6);
 fulladder fa13(d,g,c6,r2,c7);
 fulladder fa14(r2,j,c7,r3,c8);
 fulladder fa15(r3,m,c8,p4,c9);
 fulladder fa16(h,k,c9,r4,c10);
 fulladder fa17(r4,n,c10,p5,c11);
 fulladder fa18(l,o,c11,p6,c12);
 fulladder fa19(p,1'b0,c12,p7,c13);
endmodule
==> GITHUB_STEP_SUMMARY <==
## Implementation flow summary

| Metric | Value |
|---|---|
| Area Growth Syn to Fin | 59.7% |
| Slew @ Worst Pin | 402 ps |
| Combinational Area | 646 sq um |
| DRC Markers | 0 |
| DR pass1 iterations | 2 |
| Yosys stat area | 671 sq um |
| Final std cells w/o fill | 152 |
| Final Core Density | 0.295 |
| Tot Pwr | 87.9 uW |
| Port Buf Inserts | 18 |
| Element type at the critical path end | output pin |
| Pin count of the biggest net entering global routing | 11 |
| DP HPWL | 1440 microns |
| Fmax | 148 MHz |
| CP arrival | 5490 ps |
| Final WL | 1570 microns |
| Fin crit share | 1.06 |
| Min-delay worst type | in -> out |
| Cells in synth_stat.txt | 73 |
| Layout cells sized above 1 | 0.471 |
| Final setup margin | -375 ps |
| Sequential Area | 0 sq um |
| Core area | 3630 sq um |
| Gr usage total | 0.0537 |
| Boundary Pins | 18 |
| Peak VDD IR | 0.0000189 V |
| AO/OA Area Share | 0.0597 |
| Adder Area Share | 0.549 |
| Global-route wire length before repair | 2970 microns |
| Startpoint type of the worst setup path | primary input |
| WS Path Type | in -> out |
| Post-route minimum period | 6770 ps |
| Vias in the first global route | 694 |
| RSZ-0062 raised after global routing | true |
| Area post-placement | 997 sq um |
| Min-delay src | B[0] |
| Design area | 1070 sq um |
| Failing checks | setup timing |
| Routed via count | 586 |
| Synth Cell Area | 671 sq um |
| XOR Share, Synth | 0.0261 |
| Main kind of combinational logic by area | adder cells |
| Die W | 81 microns |
| Final Setup Violations | 4 |
| Inserted Diodes | 0 |
| Worst slew margin | 0.731 |
| Core Rows | 22 |
| Dpl ws | -1190 ps |
| Tool warning count | 38 |
| GPL Wtd Cong | 0.879 |
| PwrDens | 82.1 nW/um^2 |
| Hold_ws | 3390 ps |
| Placed cells | 150 |
| Simple share | 0.144 |
| Initial antenna violation count | 0 |
| Worst path required time | 5120 ps |
| Lkg Pwr | 0.503 nW |
| Yosys Warn Count | 1 |
| Fp util | 0.185 |
| Chip area | 6560 sq um |
| Iteration-0 DRC Markers | 16 |
| Syn Inst Count | 73 |
| Hold-fix buffers, CTS | 0 |
| Synth Seq Share | 0 |
| Vias per std cell | 3.86 |
| Die y size | 81 microns |
| Worst-path fanout max | 2 |
| Layout fillers | 384 |
| Mux share | 0.0821 |
| Hold Violations, Final | 0 |
| Layout sequential cell count | 0 |
| Library cells used by synthesis | 17 |
| Clock buffer count | 0 |
| Synth Area per Inst | 9.19 sq um |
| Sum Neg Setup Slack | -1030 ps |
| WL per Instance | 10.3 microns |
| Max-cap viol count | 0 |
| Outcome | finished with violations |
| Final ANT Viol Nets | 0 |
| Total gr overflow | 0 |
| Worst Setup SP | A[0] |
| Max-slew violation count | 0 |
==> layer usage <==
| metal | global-route usage | up-vias | wire [microns] |
|---|---|---|---|
| met2 | 0.105 | 7 | 869 |
| met3 | 0.00891 | 0 | 100 |
| li1 | - | 282 | - |
| met1 | 0.0625 | 297 | 596 |
| met5 | 0 | - | 0 |
| met4 | 0.00173 | 0 | 0 |
==> timing repair <==
item                                   4_1_cts  5_1_grt
endpoints found under the hold margin        0        0
resized                                     51        5
buffers inserted                             2        0
pin swaps                                   14       11
setup endpoints to repair                    5        4
==> kinds of logic (layout without fill, tap and decap cells) <==
family / Yosys count / after routing
AND/OR/NAND/NOR: 18 / 18
AND-OR/OR-AND: 5 / 5
XOR/XNOR: 2 / 2
adder cells (fa/ha/maj): 21 / 21
buffers and inverters: 23 / 54
multiplexers: 4 / 4
==> worst max-delay path, stage by stage <==
cell and delay (ps):
buf_6 90, and2_4 150, ha_4 150, inv_2 50
fa_1 430, fa_2 350, inv_2 60, fa_1 420
fa_1 460, inv_2 80, fa_2 190, inv_2 30
fa_1 490, inv_2 40, fa_2 340, fa_2 350
inv_2 70, ha_4 180, and3b_2 190, buf_2 110
==> path summary, 6_finish.rpt <==
| check | end | cells past startpoint |
|---|---|---|
| worst max-delay path | RESULT[6] | 20 |
| worst min-delay path | RESULT[4] | 7 |
==> synthesized netlist by cell type <==
library cell	n	area, sq um
nand3b_1	1	7.51
buf_6	1	11.3
and3b_2	2	20.0
nor3b_1	1	7.51
nor2_1	5	18.8
xnor2_1	2	17.5
nand2_1	6	22.5
and2b_2	1	8.76
o2bb2ai_1	4	35.0
and2_1	1	6.26
fa_1	14	280
mux2i_1	1	10.0
o21ai_0	1	5.00
ha_1	7	87.6
mux2_4	3	45.0
nor3_1	1	5.00
inv_1	22	82.6
==> area by class of cell <==
cell class / instances / share of cell area
inverter: 22 / 0.0794
multi-input combinational: 50 / 0.603
tap: 48 / 0.0561
timing repair buffer: 32 / 0.262
==> cell usage in the layout, fill, tap and decap left out, drive strengths merged <==
master	instances
inv	22
buf	22
fa	14
clkdlybuf4s50	9
ha	7
nand2	6
nor2	5
o2bb2ai	4
mux2	3
xnor2	2
and3b	2
and2b	1
and2	1
nor3	1
nor3b	1
mux2i	1
nand3b	1
o21ai	1
dlygate4sd2	1
==> report_power, final <==
group / total [mW] / switching (mW) / internal, mW
Combinational: 0.0879 / 0.0372 / 0.0508
Sequential: 0 / 0 / 0
Clock: 0 / 0 / 0
Power and IR drop assume default switching activity.

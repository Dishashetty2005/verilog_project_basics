==> /design/flow/design.v <==
module fifo (
    input  logic       clk,
    input  logic       reset,
    input  logic       wr_en,
    input  logic       rd_en,
    input  logic [7:0] din,
    output logic [7:0] dout,
    output logic       full,
    output logic       empty
);
    logic [7:0] mem [3:0];
    logic [1:0] wr_ptr, rd_ptr;
    logic [2:0] count;  
    always_ff @(posedge clk) begin
        if (reset) begin
            wr_ptr <= 0;
            rd_ptr <= 0;
            count  <= 0;
            dout   <= 0;
        end else begin
            if (wr_en && !full) begin
                mem[wr_ptr] <= din;
                wr_ptr      <= wr_ptr + 1;
                count       <= count + 1;
            end
            if (rd_en && !empty) begin
                dout   <= mem[rd_ptr];
                rd_ptr <= rd_ptr + 1;
                count  <= count - 1;
            end
        end
    end
    assign full  = (count == 4);
    assign empty = (count == 0);
endmodule
==> /design/flow/run.sh <==
#!/bin/bash
# OpenROAD 26Q1-2900-gdf79404cd8, Yosys 0.63+post, stock flow scripts
make -C /OpenROAD-flow-scripts/flow DESIGN_CONFIG=/design/flow/config.mk WORK_HOME=/design/flow/orfs finish
==> /design/flow/config.mk <==
export PLATFORM = sky130hd
export DESIGN_NAME = fifo
export DESIGN_NICKNAME = fifo
export VERILOG_FILES = /design/flow/design.v
export SDC_FILE = /design/flow/constraint.sdc
export NUM_CORES = 4
export LEC_CHECK = 1
export CORE_UTILIZATION = 30
==> /design/flow/constraint.sdc <==
current_design fifo

set clk_period 4.2
set clk_io_pct 0.2

create_clock -name clk0 -period $clk_period [get_ports {clk}]

set non_clock_inputs [all_inputs -no_clocks]
set_input_delay [expr $clk_period * $clk_io_pct] -clock clk0 $non_clock_inputs
set_output_delay [expr $clk_period * $clk_io_pct] -clock clk0 [all_outputs]
==> results.toml <==
# generated from flow reports
[route]
route.detailed.drc = 0
drtIter0Drc = 31
drt_pre_antenna_iters = 4
wl_um = 3010
via_per_inst = 4.69
diodes = 0
ant_nets = 0
vias = 1065
wl_per_cell_um = 13.2

[setup_path]
crit_slowest_cell = "clkdlybuf4s50_1"
crit_fanout = 11
cp_num_buf_inv = 2
cp.arrival_ps = 3170
cpPeakStageDelay_ps = 560
crit_path_start_kind = "primary input"
crit_chain = "clkdlybuf4s50_1 > o31a_1 > inv_2 > fa_1 > or3b_2 > a31oi_1 > a21oi_1"
crit_path_end_kind = "register"
crit_required_ps = 4360
cp_top_family = "buffers and inverters"
worstSetupPathType = "primary input to register"

[floorplanning]
num_rows = 28
pin_count = 22
die_x_um = 82.0
fp_util_pct = 31.7
die_area_um2 = 6730
fp.dieH_um = 82.0
coreArea_um2 = 6060

[timing]
fin_crit_ps = 3010
rsz0062_at_grt = "false"
final_max_slew_viol_count = 0
skew_ps = 4.13
finalHoldViolations = 0
worst_slew_pin_slew_ps = 636
setup_tns_ps = 0
slew_headroom_pct = 57.5
hold_slack_ps = 457
setup_ws_ps = 1190
setup_viol = 0
fmax_ghz = 0.333
fin_crit_sh_pct = 71.6

[place]
place_ws_ps = 901
hpwl_um = 2040
place_inst = 219
gp_congestion = 0.742
io_buffers = 21

[status]
status = "complete, no violations"

[flow_run]
warnings = 28
drv_cap = 0

[yosys]
async_flop_share_pct = 0
ys_types = 32
synth_top_area_share_pct = 50.0
edf_count = 32
yosys.area.top_type = "edfxtp_1"
ys_ff = 47
ys_chip_area_um2 = 1920
syn_inst = 130
ys_top_cells_by_count = "32 x edfxtp_1, 17 x nand2_1, 15 x dfxtp_1, 12 x a21oi_1, 8 x mux4_2"
ys.flop_type = "edfxtp_1"
syn_area_per_cell_um2 = 14.8
yosys.stat.seqShare_pct = 65.7
yosysMostFrequentCell = "edfxtp_1"
yosys_cells = 130
top_cells_by_area = "edfxtp_1 50%, dfxtp_1 16%, mux4_2 9.4%, nand2_1 3.3%, a21oi_1 3.1%"
ys_warn_count = 1
netlist_area_um2 = 1920

[cts]
cts.sinks = 47
cts_tree = "yes"
numCtsBuffers = 5
cts.hold.buffers_added = 0
path_clk_slew_ps = 90
cts.path.max_buffers = 2
cts_root_buffer = "clkbuf_8"
cts_resized = 0
cts_setup_buffers = 0
clk_latency_ps = 290
htree_levels = 2

[global_routing]
grt_max_degree = 17
grt.total_usage_pct = 10.7
antenna_found_initial = 0
grt_pass1_vias = 1042
overflow = 0
grt_pass1_wl_um = 5110

[power]
power_density_nw_per_um2 = 470
vdd_ir_drop_max_mv = 0.263
leakagePower_nw = 0.726

[finish]
syn2layout_area_growth_pct = 18.1
finish.cell_count_without_fillers = 227
flop_area_um2 = 1260
final_util_pct = 37.4
nFillCells = 574
logic_area_um2 = 562
drive_gt1_share_pct = 13.8

[min_path]
min_path_type = "register to register"
-- power breakdown --
group          leakage, nW  internal (W)  switching (W)
Clock               0.0548      0.000179       0.000151
Sequential           0.413      0.000529      0.0000378
Combinational        0.257      0.000100      0.0000680
-- cell type report --
type / instances / area share, %
timing repair buffer: 21 / 9.27
sequential: 47 / 55.6
multi-input combinational: 69 / 24.8
clock buffer: 5 / 3.03
clock inverter: 3 / 2.04
tap: 75 / 4.14
inverter: 7 / 1.16
-- per-layer routing --
metal  GRT usage, %  vias up  part of all wire [%]
met5              0        -                     0
met4           1.40        0                   1.0
met3           6.09        4                    11
met2           14.7       49                    43
met1           15.9      489                    44
li1               -      523                     -
-- placed cells by master, fill, tap and decap left out --
cell type and n:
inv_1 6, a21o_1 1, a21oi_1 12, nor3b_1 1, a211oi_1 2, a221oi_1 1, mux4_2 8, o21ai_0 3
or3_1 2, o211ai_1 1, nand3b_1 1, xnor2_1 1, mux2_2 1, nor2_1 1, ha_1 4, clkbuf_8 5
edfxtp_1 32, fa_1 1, clkinvlp_4 1, bufinv_16 1, nor4b_1 1, clkdlybuf4s50_1 21, o31a_1 1, inv_2 1
and2_1 4, o21ai_2 1, a31oi_1 1, dfxtp_1 15, nand2_1 17, or3b_2 1, or2_2 1, nor3_1 2
inv_6 1
-- path summary, 6_finish.rpt --
kind            start  endpoint  slack [ps]  cells after the start
min reg2reg   dout[2]   dout[2]         460                      2
min           dout[2]   dout[2]         460                      2
max reg2reg  count[0]  count[2]        1800                      6
max             rd_en  count[2]        1190                      7
-- stage by stage --
| step | area (um2) | total power, W |
|---|---|---|
| floorplan | 1920 | 0.000692 |
| global placement | 2150 | 0.000744 |
| detailed placement | 2150 | 0.000748 |
| CTS | 2270 | 0.00108 |
| global route | 2270 | 0.00113 |
| finish | 2270 | 0.00107 |
-- worst reg2reg max path, delay by kind of cell (launching register included) --
kind | cells | cell delay [ps]
AOI/OAI and AO/OA | 3 | 670
and+or+nand+nor | 1 | 470
adders and majority gates | 1 | 460
DFF | 1 | 490
buffers and inverters | 1 | 180
-- sequential cells by signal, summed over array words and instances, names as in the netlist --
register,count
count,3
wr_ptr,2
mem,32
dout,8
rd_ptr,2
-- kinds of logic (layout without fill, tap and decap cells) --
| kind of cell | count (synthesis) | after routing | share of synthesized area [%] |
|---|---|---|---|
| compound gates | 23 | 23 | 7.17 |
| xor+xnor | 1 | 1 | 0.456 |
| fa+ha+maj | 5 | 5 | 3.65 |
| buf+inv | 14 | 36 | 5.08 |
| flops | 47 | 47 | 65.7 |
| mux | 9 | 9 | 9.97 |
| simple gates | 31 | 31 | 8.01 |
Power figures rest on the tool's default switching activity, not on a simulated workload.
